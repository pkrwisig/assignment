## flow/design.v

```verilog
module fp_add#(
parameter i1 = 2,
parameter f1 = 14,
parameter i2 = 2,
parameter f2 = 14,
parameter i3 = 2,
parameter f3 = 14
)
(
input [i1+f1-1 :0] in1,
input i_sign1,
input [i2+f2-1 :0] in2,
input i_sign2,
output [i3+f3-1 :0] out,
output o_sign,
output reg overflow,
output underflow
);
localparam max_i =i1>i2 ? i1+1:i2+1;
localparam max_f =f1>f2?f1:f2;
localparam temp_width = max_i+max_f;
localparam total_ofbits = max_i-i3+1;
reg [i3+f3-1 :0] out_ref;
reg [temp_width-1 :0] temp_out;
reg [temp_width-1 :0] p1;
reg [temp_width-1 :0] p2;   
assign underflow = max_f>f3;
assign o_sign = i_sign1 || i_sign2;
always_comb begin
    if (o_sign) begin
        if (i_sign1)
         p1 = $signed(in1);
        else 
            p1 = in1;
        if (i_sign2) 
         p2 = $signed(in2);
        else 
            p2 = in2;
        temp_out=$signed(p1) + $signed(p2);
        overflow =temp_out[temp_width - 1]? (~&temp_out[temp_width - 1 -: total_ofbits] == temp_out[temp_width - 1]):|temp_out[temp_width - 1:temp_width -max_i+i3-1];
        out_ref={overflow?{{{i3+f3}{1'b1}}}:$signed(temp_out[i3+f3-1:0])};
    end
    else begin
        temp_out=in1+in2;
         if(i3+f3>=temp_width)
            overflow=0;
            else
            overflow=temp_out[temp_width-1];
        out_ref=overflow?{{{i3+f3}{1'b1}}}:temp_out[i3+f3-1:0];
    end
end
assign out = out_ref;
endmodule
```

## flow/run.sh

```bash
#!/bin/bash
# OpenROAD 26Q1-2900-gdf79404cd8, Yosys 0.63+post, stock flow scripts
make -C /OpenROAD-flow-scripts/flow DESIGN_CONFIG=/design/flow/config.mk WORK_HOME=/design/flow/orfs finish
```

## flow/config.mk

```make
export PLATFORM = sky130hd
export DESIGN_NAME = fp_add
export DESIGN_NICKNAME = fp_add
export VERILOG_FILES = /design/flow/design.v
export SDC_FILE = /design/flow/constraint.sdc
export NUM_CORES = 4
export LEC_CHECK = 1
export CORE_AREA = 10 10 72 72
export DIE_AREA = 0 0 82 82
export SYNTH_HDL_FRONTEND = slang
```

## flow/constraint.sdc

```tcl
current_design fp_add

set clk_period 9.6
set clk_io_pct 0.2

create_clock -name clk0 -period $clk_period

set non_clock_inputs [all_inputs -no_clocks]
set_input_delay [expr $clk_period * $clk_io_pct] -clock clk0 $non_clock_inputs
set_output_delay [expr $clk_period * $clk_io_pct] -clock clk0 [all_outputs]
```

==> results.txt <==
Latest figures from synthesis and place and route.

Hold timing on the final database bottoms out at a slack of 4950 ps. The count of routing violations after the opening detailed-route iteration is 51. Counting instances in the post-synthesis netlist gives the leading cell types as 21 x nand2_1, 18 x a21oi_1, 17 x ha_1, 8 x o21ai_0, 8 x xor2_1. The total non-filler cell area in the finished layout is 1450 um2.

In the final layout, the clock buffer count is 0. The overall chip area is 6720 um2. Per the OpenROAD floorplan log, the height of the die is 82 um.

STA reports the tightest min-delay check as being of type in2out. The Yosys step of the flow raised 0 warnings. Detailed placement reports a standard cell area of 1450 um2.

Yosys attributes the largest share of cell area to ha_1 23%, a21oi_1 9.9%, nand2_1 8.7%. The arrival time of data at the worst endpoint is listed as 5270 ps. The remaining number of nets flagged by the antenna check after routing is 0. After the flow finishes, the layout carries non-filler instances totaling between 200 and 250. The initialized floorplan defines 22 standard-cell rows. The data required time at the worst endpoint is 7680 ps.

The number of inserted filler cells in the final layout is 387. The number of cells reported by Yosys stat comes to 130. The flow reports that combinational logic draws 100.0% of the design power.

During I/O placement, the number of pins put on the boundary was 53. The last timing report of the flow puts the setup violation total at 0. The initial antenna violation count is 0.

In this run the tightest slew margin relative to its limit is around two thirds. The setup TNS is 0 ps. The region available for standard cell placement spans 3690 um2.

The placer congestion estimate is 0.804. The global router's overall resource usage is under 10%. As logged by OpenROAD, the buffers inserted on ports number roughly 52.

The startpoint type of the worst setup path is an input pin. The initial utilization of the core area, before any placement, comes to approximately 25%. Post-CTS timing repair inserted 0 buffers for setup. The peak ir drop on the vdd network is 0.0270 mV. The start-to-end type of the worst setup path is in2out. ha_1 takes more of the synthesized area than any other cell. The highest achievable clock rate is 139 MHz. In this run, flip-flops and latches consume 0% of the power. The pin count of the biggest net entering global routing is 17. The worst path setup slack after routing is 2410 ps. The first detailed-routing pass took 4 iterations.

In the power breakdown, the internal column shows approximately 0.000078 W. The proportion of synthesized chip area in sequential cells is 0%. According to the floorplan report, the die width is 82 um. The detailed-route DRC error count is 0.

The start point of the worst min-delay path is in2[0]. The slew at the pin with the worst max-slew slack is 479 ps. The number of global-route vias before repair is 1084. The static power due to leakage is 0.576 nW. The number of hold buffers added after cts is 0. The share of final-layout standard cells stronger than drive strength 1 is 3.41%. The via density per instance is 4.81. The total number of vias is 1078. The worst hold path terminates at out[0]. For this block, the routed nets add up to 2.80 mm of wire. The top fanout value on the critical path is 16.

The area overhead of the layout relative to synthesis is 60.1%. The post-cts resize count is 0. Setup repair after global routing left no endpoint under its margin. The final max-slew violation count is 0. The diode insertion count for antenna repair is 0. Per the layout area report, the combinational gate area comes to 861 um2.

The number of maximum-capacitance violations recorded for the run is 0. In the final report, the number of hold violations comes to 0. The yosys stat chip area is 907 um2.

The first global-routing pass estimated 4.59 mm of wire. The area of all sequential standard cells is 0 um2. Counting every instance in the synthesized netlist gives approximately 130. The post-place setup slack is 2380 ps. The most repeated cell in the gate-level netlist after synthesis is nand2_1. The kind of end point of the critical path is a primary output. The count of cell types in the netlist is 29. After synthesis the cells add up to 907 um2. The average size of a mapped cell is ~7 um2. The instance count along the most critical hold path is 4. The sum of net half-perimeters after detailed placement is 2.49 mm. The clock power share is 0%. The flow ran to the end, and the final reports show no timing, DRC or antenna violations. The area fraction of the dominant cell type after synthesis is 23.4%.

The final worst-path cycle share is approximately 75%. The detailed placer reported the number of placed instances as about 220. The total power density per cell area is roughly 89 nW/um2.

The design has 0 sequential cells. The global route stage reports its total congestion overflow as 0. The logs give a warning total of 32. The fraction of power spent switching nets is 39.8%. The average routed wire per standard cell is 12.5 um. Subtracting the final worst setup slack from the clock period gives 7190 ps. The net switching power of the design is 0.0000513 W.
## worst max path at each step
stage,end,startpoint,slack (ps),cells past startpoint
4_1_cts,out[14],in1[0],2380,12
5_1_grt,out[14],in1[0],2110,12
6_report,out[14],in1[0],2410,12
## cell families (layout without fill, tap and decap cells)
logic type / Yosys count / after routing / synth area share [%]
compound gates: 45 / 45 / 31.0
other cells: 1 / 1 / 0.413
mux: 1 / 1 / 2.48
xor+xnor: 15 / 15 / 14.5
simple gates: 41 / 41 / 20.8
buf+inv: 9 / 55 / 5.10
fa+ha+maj: 18 / 18 / 25.7
## layout by cell type, fill, tap and decap left out, types with 3 or more instances in the layout
cell / instances
xor2_1: 8
xnor2_1: 7
nand3_1: 3
a211oi_1: 3
clkdlybuf4s50_1: 52
nor2_1: 6
nand4_1: 5
a21oi_1: 18
inv_1: 3
o21ai_0: 8
a21o_1: 3
o211ai_1: 6
nand2_1: 21
ha_1: 17
## area by class of cell
type,count,share of cell area [%]
inverter,3,0.775
multi-input combinational,121,59.3
tap,48,4.13
timing repair buffer,52,35.8
## power by group through the flow
stage | logic [W] | clock network [W] | registers [W]
final | 0.000129 | 0 | 0
after global routing | 0.000146 | 0 | 0
after CTS | 0.000133 | 0 | 0
## critical path, stage by stage
cell	delay, ps
clkdlybuf4s50_1	410
ha_1	250
fa_1	440
a211oi_2	310
o211ai_1	140
a21oi_2	220
o21ai_2	110
xnor2_1	140
ha_1	320
mux2i_4	400
nand4_1	160
clkdlybuf4s50_1	450
## per-stage QoR
step / utilization, % / power [W]
4_1_cts: 39.4 / 0.000133
6_report: 39.4 / 0.000129
5_1_grt: 39.4 / 0.000146
3_3_place_gp: 39.4 / 0.000132
3_5_place_dp: 39.4 / 0.000132
2_1_floorplan: - / 0.0000630
## routing by layer
layer  GRT usage (%)  part of all wire (%)  vias to the layer above
met5               0                     0                        -
met4               0                     0                        0
met3            2.42                    11                        0
met2            13.7                    48                       44
met1            10.3                    41                      470
li1                -                     -                      564
Power and IR drop assume default switching activity.
