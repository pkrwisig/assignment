$ cat /design/flow/design.v
module axi_fifo  (
  input                   clk,
  input                   rst,
  input                   w_en,
  input                   r_en,
  input [7:0]             in_tdata,
  input                   in_tvalid,
  input                   in_tlast,
  output                  in_tredady,
  output  [7:0]        o_tdata,
  output               o_tvalid,
  output                o_tlast,
  input                   o_tredady
);
  reg  full ,empty ;
   reg [11:0]      w_ptr; 
   reg [11: 0]     r_ptr;
   reg [11:0]      fifo_counter;
   reg  [7:0]  fifo_mem[2047:0];   
   reg             fifo_last;          
   reg [7:0]       temp_in,temp_out    ;
   reg                 temp_last;
reg fifo_valid;
reg temp_valid;
assign in_tredady= o_tredady & ~ rst;
assign o_tvalid =in_tvalid;
assign o_tlast = in_tlast;
   always@(posedge clk)begin
    if( rst )
       fifo_counter <= 0;
    else if( (!full && w_en && in_tvalid ) && ( !empty && r_en && o_tredady ))
        fifo_counter<=fifo_counter;
        else if (!full && w_en && in_tvalid )
            fifo_counter<=fifo_counter+1;
    else if ( !empty && r_en && o_tredady && in_tvalid )
        fifo_counter<=fifo_counter-1;
    else 
        fifo_counter<=fifo_counter;
   end
   always@(fifo_counter)begin
         empty= (fifo_counter==0);
         full = (fifo_counter==2047);
   end
   always@(posedge clk) begin 
    if (rst)begin
        w_ptr <= 0;
        r_ptr <= 0;
        end
      else if(in_tvalid  &&  w_en && !full )
        w_ptr <= w_ptr + 1;
      else if(o_tredady  && r_en && !empty )
        r_ptr <= r_ptr + 1;
      else
        w_ptr <= w_ptr;
        r_ptr <= w_ptr;
   end
  always@(posedge clk) begin 
     if(in_tvalid  &&  w_en && !full )begin
      fifo_mem[w_ptr] <= in_tdata ;
       end
    else  fifo_mem[w_ptr]<=fifo_mem[w_ptr];
     end
  always@(posedge clk) begin
    if(rst) begin
        w_ptr <= 0; r_ptr <= 0;
      end
    else if(o_tredady  && r_en && !empty ) begin
        temp_out <= fifo_mem[r_ptr];
          end
        else begin
      temp_out <= temp_out ;
        end
  end
  assign o_tdata = temp_out;
endmodule
$ cat /design/flow/constraint.sdc
current_design axi_fifo

set clk_period 6.3
set clk_io_pct 0.2

create_clock -name clk0 -period $clk_period [get_ports {clk}]

set non_clock_inputs [all_inputs -no_clocks]
set_input_delay [expr $clk_period * $clk_io_pct] -clock clk0 $non_clock_inputs
set_output_delay [expr $clk_period * $clk_io_pct] -clock clk0 [all_outputs]
$ cat /design/flow/config.mk
export PLATFORM = sky130hd
export DESIGN_NAME = axi_fifo
export DESIGN_NICKNAME = axi_fifo
export VERILOG_FILES = /design/flow/design.v
export SDC_FILE = /design/flow/constraint.sdc
export NUM_CORES = 4
export LEC_CHECK = 1
export CORE_AREA = 10 10 98 98
export DIE_AREA = 0 0 108 108
export SYNTH_MEMORY_MAX_BITS = 65536
$ cat /design/flow/run.sh
#!/bin/bash
# OpenROAD 26Q1-2900-gdf79404cd8, Yosys 0.63+post, stock flow scripts
make -C /OpenROAD-flow-scripts/flow DESIGN_CONFIG=/design/flow/config.mk WORK_HOME=/design/flow/orfs finish
==> changes_impl.md <==
### Implementation results

* Final setup viols at 0
* Fin. Hold Viols at 0
* Sequential power share at 0.373
* Initial antenna violation count at 0
* WHS at 0.425 ns
* Final setup margin at 2.16 ns
* First-pass detailed-route iteration total at 4
* Logic area at around 850 um2
* Initial drt markers at 109
* Total Wirelength at approximately 3500 um
* Rows at 32
* RSZ-0062 raised after global routing: false
* Async set-or-reset flop fraction in the synthesized netlist at 0
* CTS clock-pin slew for the worst setup and hold paths at 0.09 ns
* Synth warn at 49
* Yosys cell count at 155
* Layout cells sized above 1 at 0.0734
* Reg-to-Reg Start: fifo_counter[0]$_SDFFE_PP0P_
* DIE HEIGHT at 108 um
* Yosys reg bits at 28
* Reg area at 721 um2
* Worst EP required at 6.49 ns
* Hpwl dp at 2660 um
* Post-synth EDFFs at 16
* Vias per cell at 4.39
* GRT overflow at 0
* Clock buffer count from CTS at 3
* Chip area in the Yosys report at 1640 um2
* # IOs at 26
* RR Endpoint: fifo_counter[10]$_SDFFE_PP0P_
* Combinational fraction of design power at 0.416
* Skew final at 0.00170 ns
* Commonest Layout Cell: clkdlybuf4s50_1
* R2r setup slk at 3.06 ns
* Setup repair bufs after CTS at 0
* Final Total Pwr at 649 uW
* Inserted Diodes at 0
* CTS tree: built
* WS Path Type: in2reg
* Die area at 11700 um2
* Net Sw Frac at 0.341
* Main area contributors after synthesis: edfxtp_1 29%, dfxtp_1 15%, ha_1 8.4%, a21oi_1 3.4%, nor2_1 3.2%
* Fp util at 0.214
* Remaining antenna violation count after routing at 0
* Synth Flop Type: edfxtp_1
* Max Cap Viol at 0
* Psw at 221 uW
* Power Dens Cells at 319 nW/um2
* TritonCTS Sinks at 28
* CP max FO at 14
* CP arrival at 4.33 ns
* Tool warnings at 26
* Clk pwr share at 0.211
* WHS Endpoint: temp_out[4]$_DFFE_PP_
* Hold_sp: fifo_mem[0][4]$_DFFE_PP_
* Vias in the first global route at 1147
* Static leakage at 0.000791 uW
* Slew HR at 0.596
* CP Capture Type: flip-flop
* Seq share, synth at 0.440
* Clock buffer depth at 2
* Crit start category: primary input
* Largest net degree at the start of global routing at 17
* Late-Pin Clk Latency at 0.27 ns
* Gr usage total at 0.0581
* Routed len/inst at 12.4 um
* DR vias at 1226
* Status: finished clean
* Setup TNS at 0 ns
* Core ar. at 7650 um2
* Area delta synth->final at 23.9%
* Placed insts at 275
* Unique cell types at 48
* Resized cells post-CTS at 0
* Max rail drop VDD at approximately 0.085 mV
* Worst Tran Pin Value at 0.593 ns
* Filler cell count at 804
* H-tree levels at 1
* Syn avg cell area at 10.6 um2
* Hold Path Class: reg2reg
* Int Pwr at 427 uW
* Achievable Freq at 0.242 GHz
* Mapped Cells at around 160
* Finished Layout Cells at 279
* Placement Setup Slack at around 1.9 ns
* Root Driver: clkbuf_8
* Gpl congestion at 0.854
* Hold-fix buffer count after cts at 0
* IO Port Bufs at 23
* Final worst path period need at between 4 and 5 ns
* Worst R2R Path Depth at 9
* Hold Crit Depth at 0
* Die width at 108 um
* Drc violations at 0
* Max-slew violations at 0
* Top-area cell share at 0.293
* Synth area leader: edfxtp_1
* First-pass GRT wire length at 5660 um
* Top cells excl fill/tap: 23 x clkdlybuf4s50_1, 16 x edfxtp_1, 14 x nor2_1, 12 x dfxtp_1
* Cycle use final at 0.657
* Synthesized area at 1640 um2
-- registers in the layout (all words and copies together), names as in the netlist --
name,cells
temp_out,8
fifo_counter,12
fifo_mem,8
-- stage by stage --
step / area (um2) / util
3_5_place_dp: 1960 / 0.256
3_3_place_gp: 1960 / 0.256
2_1_floorplan: 1640 / -
5_1_grt: 2030 / 0.266
6_report: 2030 / 0.266
4_1_cts: 2030 / 0.266
-- area by class of cell --
type	count	share of cell area
multi-input cells	115	0.421
flip-flops and latches	28	0.355
repair buffers	23	0.113
well taps	102	0.0628
clock buffers	3	0.0203
clock inverters	1	0.0148
inverters	7	0.0129
-- power groups by stage --
stage         combinational [uW]  clock [uW]  sequential [uW]
finish                       270         137              242
global route                 304         149              246
CTS                          269         141              242
-- cells in the mapped netlist (2+ instances only) --
library cell	count
a21oi_1	11
a211oi_1	2
o21ai_0	5
nand3_1	5
o211a_1	2
mux2i_1	5
inv_1	7
and2_1	3
or4_1	2
xor2_1	3
buf_4	3
nor2_1	14
nand4_1	4
edfxtp_1	16
dfxtp_1	12
xnor2_1	4
a21o_2	2
nor2b_1	2
a21o_1	2
ha_1	11
o211ai_1	2
and3_1	5
nand2_1	8
-- routing by layer --
layer / global-route usage / vias to the layer above / part of all wire
met1: 0.0900 / 564 / 0.52
met2: 0.0866 / 34 / 0.41
met3: 0.00964 / 2 / 0.066
li1: - / 626 / -
met5: 0 / - / 0
met4: 0.00573 / 0 / 0.0043
-- logic make-up (layout without fill, tap and decap cells) --
group	count (synthesis)	after routing	share of synthesized area
compound gates	40	40	0.183
xor+xnor	7	7	0.0374
fa+ha+maj	12	12	0.0962
buf+inv	12	34	0.0389
flops	28	28	0.440
mux	6	6	0.0443
simple gates	50	50	0.160
-- worst max-delay path: stages --
cell and delay [ns]:
clkdlybuf4s50_1 0.52, o311a_1 0.46, inv_1 0.38, fa_1 0.53, a211oi_1 0.27, nor4_1 0.09, o41ai_1 0.46, a21oi_1 0.13
o31ai_1 0.22
-- how the worst max path moves through the flow --
stage              from  cells after the start                             to
finish        in_tvalid                      9  fifo_counter[10]$_SDFFE_PP0P_
global route  in_tvalid                      9  fifo_counter[10]$_SDFFE_PP0P_
CTS           in_tvalid                      9  fifo_counter[10]$_SDFFE_PP0P_
Power figures rest on the tool's default switching activity, not on a simulated workload.
