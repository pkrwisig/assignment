### /design/flow/config.mk
export PLATFORM = sky130hd
export DESIGN_NAME = axi_pkt
export DESIGN_NICKNAME = axi_pkt
export VERILOG_FILES = /design/flow/design.v
export SDC_FILE = /design/flow/constraint.sdc
export NUM_CORES = 4
export LEC_CHECK = 1
export CORE_UTILIZATION = 50
### /design/flow/design.v
module axi_pkt # (
parameter packet_length = 8,
parameter DW = 8
)
(
input clk,
input rst,
input [DW-1:0]config_k,
input [7:0]in_data,
input in_valid,
output in_ready,
input in_last,
output [7:0]out_data,
output out_valid,
input out_ready,
output out_last
    );
   function integer log2 (input integer depth);
		begin
			for(log2=0; depth>0; log2=log2+1)
				depth = depth >> 1;
		end
	endfunction
    localparam AW = log2(packet_length) - 1;    
    reg [DW -1:0]mem1[packet_length-1:0];  
    reg [DW -1:0]mem2[packet_length-1:0];  
    reg [DW -1:0]mem3[packet_length-1:0];  
    reg [AW-1:0] ptr1 = 0;
    reg [AW-1:0] ptr2 = 0; 
    reg [AW-1:0] ptr3 = 0;
    reg [7:0]r_out;   
    reg r_valid;
    reg r_last;  
    wire [AW-1 : 0]stop;
    reg r_input_tlast;
    reg count = 1;
    assign  stop = packet_length - config_k;    
    assign out_data = r_out;
    assign out_valid = r_valid;
    assign out_last = r_last; 
    assign in_ready = (rst) ? 1: 0;
     integer i;
    initial begin
    for (i = 0; i < (packet_length); i = i + 1) begin
        mem1[i] = 8'h00; 
        mem2[i] = 8'h00;
        mem3[i] = 8'h00;
    end
    end
    always@(posedge clk)               
    begin 
    if(rst) begin
    mem1[ptr1] <= 0;
    ptr1 <= 0;
    end
    else begin
     if (in_valid) begin
       mem1[ptr1] <= in_data;
       ptr1<=ptr1+1;
       end
        else begin 
        mem1[ptr1] <= mem1[ptr1];
        ptr1<=ptr1; 
        end
        end
    end
     always@(posedge clk)           
    begin 
    if(rst) begin 
    r_input_tlast <= 0;
    ptr3<= 0;
    end
    else begin
    r_input_tlast <= in_last;
   ptr3 <= ptr1;
    end
    end   
    always@(posedge clk)    
    begin
           if(ptr2 >= stop)
           begin
           mem2[ptr2] <= mem1[ptr1];        
           ptr2 <= ptr2 + 1;             
           end
             else begin
             mem2[ptr2] <= mem2[ptr2];
             ptr2 <= 0;
             end
    end
always@(posedge clk)                              
begin
            if (count) begin
            mem3[ptr3] <= mem1 [ptr1];
            count <= 0; 
            end
            else begin
             mem3[ptr3] <= mem1[ptr1] + mem2[ptr2];
            end
      end
    always@(posedge clk)    
    begin
     if (rst) 
    begin
    r_out<= 0;
    r_out <= 0;
    r_out<= 0;
    end
    else begin
         if(in_valid && out_ready) begin
         r_out <= mem3[ptr3];
         r_valid <= 1;
         r_last <= r_input_tlast;
         end
         else begin
         r_out <= r_out;
         r_valid <= 0;
         r_last <= r_last;
         end
    end
    end
endmodule
### /design/flow/run.sh
#!/bin/bash
# OpenROAD 26Q1-2900-gdf79404cd8, Yosys 0.63+post, stock flow scripts
make -C /OpenROAD-flow-scripts/flow DESIGN_CONFIG=/design/flow/config.mk WORK_HOME=/design/flow/orfs finish
### /design/flow/constraint.sdc
current_design axi_pkt

set clk_period 7.7
set clk_io_pct 0.2

create_clock -name clk0 -period $clk_period [get_ports {clk}]

set non_clock_inputs [all_inputs -no_clocks]
set_input_delay [expr $clk_period * $clk_io_pct] -clock clk0 $non_clock_inputs
set_output_delay [expr $clk_period * $clk_io_pct] -clock clk0 [all_outputs]
==> COMMIT_EDITMSG <==
Store results of the implementation flow

* Status: finished, final reports clean
* Total GRT Usage: 0.217
* Via count of the first global-routing pass: 5,074
- Port Buf Inserts: 26
- Critical path type: in2out
- Setup crit end kind: primary output
* Summed instance area of the synthesized netlist: 8970 sq um
- According to the floorplan report, the die height is 136 microns.
- Worst Clk Skew: around 0.018 ns
* Gate family responsible for the most delay along the worst path: buffers and inverters
- Pins over their slew limit in the final report were tallied at 0.
* DP HPWL: 10.6 mm
- Area share of fa/ha/maj cells after synthesis: 0.0204
- In this run, distinct cell masters in the synthesized netlist total 54.
- The share of total power dissipated in the clock network is 0.326.
* Global-route wire length before repair: 27.4 mm
- Pre-antenna DRT Iters: 4
- The OpenROAD report gives the critical path a required time of 6.16 ns.
- Buffers inserted during clock tree synthesis total 23.
- Per-cell via count in the routed design: 5.67
- Simple-Gate Area Share: 0.0802
- The transition time recorded at the tightest slew-check pin is 0.867 ns.
- Area growth from synthesis to layout: 14.5%
- Of the post-synthesis cell area, the dominant cell type holds 0.649.
- Cells along the critical path: clkdlybuf4s50_1 > clkdlybuf4s50_1
- After synthesis, the share of cell area in mux cells is 0.0931.
- Across all layers, the routed design uses 4,997 vias.
- Wires add up to 17.0 mm.
* Flip-flop and latch count after synthesis: 213
* Max clock buf depth: 3
- Buffers inserted to repair hold after CTS numbered 0.
- Switching power as a fraction of the total was reported as 0.256.
- Main area contributors: edfxtp_1 (65%), dfxtp_1 (4.2%), mux2i_1 (3.5%)
* Ys flop type: edfxtp_1
- Clock tree root buffer cell: clkbuf_16
- Largest fanout on the critical path: 2
- The synthesis report lists the Yosys warning total as 1.
* Instance tally after logic synthesis: 596
- Top post-synthesis cells by count: edfxtp_1 (194), nor2_1 (43), mux2i_1 (31)
- The synthesized design contains 194 enable-type register cells.
* Antenna Diode Count: 0
* Antenna Nets Post-Route: 0
- Share of the clock period used by the worst path: 0.520
- Postcts setup bufs: 0
* Crit path launch: rst
* Total die size: 18,500 sq um
- Dividing the detail-routed wire length by the instance count gives approximately 19 microns.
* Effective utilization at floorplan: 0.515
* Total number of placement rows: 48
- Worst path bufs/invs: 2
* Final Util: 0.590
- In this run, the synthesized area fraction spent on AND-OR/OR-AND gates is recorded as 0.0783.
- In the final layout, the share of cells above drive strength 1 is 0.140.
- TritonCTS built the clock tree.
- The slew check shows that the tightest pin keeps a relative margin of 0.420.
* Standard cell with the maximum stage delay on the critical path: clkdlybuf4s50_1
- For the worst setup path, the data arrival time is 2.46 ns.
* Worst flop-to-flop path startpoint: ptr2[0]
- Stage-log warning count: 30
- The switching component of the power was reported as 0.822 mW.
- After its last routability iteration, the placer logged a weighted congestion of 0.832.
* Starting DRC count in detailed routing: 245
- In this run, the synthesized area fraction spent on xor and xnor cells is recorded as 0.00781.
- Per the CTS log, the maximum H-tree level is 1.
- The number of maximum-capacitance violations recorded for the run is 0.
- The power report attributes to the sequential group a share of 0.477.
- Most prevalent standard cell on the critical path: clkdlybuf4s50_1
- The synth_stat.txt file lists the number of cells as 596.
* # setup viols final: 0
* GRT overflow: 0
- Antenna violations before repair: 0
- Pin count of the biggest net entering global routing: 43
* Total cell area reported by yosys after synthesis: 8970 sq um
* Unrepaired setup endpoints after global routing: false
- Hold crit path type: reg2reg
* Clock transition at the registers of the reported paths: 0.06 ns
- Mean instance size in the synthesized netlist: 15.1 sq um
- Post-synth seq share: 0.691
- Among the non-sequential cells, multiplexers take the most area.
* Post-synth top area cell: edfxtp_1
- Clock latency at the later pin of the worst-skew pair: 0.50 ns
* Internal power: 2.38 mW
* Combinational Power Share: 0.196
- Library cell with the highest instance count after synthesis: edfxtp_1
- # resized after CTS: 0
- The launch point of the worst min-delay path is recorded as r_input_tlast.
- In this build the clock could be raised as far as 250 MHz.
- Per the synth stats, the proportion of register bits with asynchronous set or reset is 0.
* CORE AREA: 17,400 sq um
* Sort of element at the start of the critical path: primary input
* Total negative setup slack: 0 ns
* Time the final worst path needs with I/O delays and setup: 4.00 ns
* Number of placed I/O pins: 32
- The final hold violation count recorded for this run is 0.
* DRC violations left: 0
- PD cells: approximately 310 nW/um^2
- Per the layout report, the design carries 1,307 filler cells.
- IR analysis of the VDD net gives a maximum drop of 0.192 mV.
- Die X-Extent: 136 microns
- The clock net in this run drives a total of around 210 sinks.
* Leakage component of the power: ~3.6 nW
* Critical path's largest stage delay: about 0.47 ns
metal layers:
metal  share of wire  global-route usage  wire (microns)  vias up
met1            0.41               0.342            6950     2397
met2            0.47               0.318            7960      198
met3            0.10              0.0976            1720       25
met5               0             0.00278               0        -
li1                -                   -               -     2377
met4           0.019              0.0333             325        0
cells in the final DEF (no fill, tap or decap), types with 5 or more instances in the layout:
cell	instances
nand2_1	26
a221oi_1	9
mux2_2	16
nand3_1	10
nand2b_1	5
clkdlybuf4s50_1	26
a21oi_1	16
clkbuf_16	23
nand3b_1	5
dfxtp_1	19
nor2_1	43
and2_1	10
a22oi_1	12
ha_1	13
buf_4	28
mux4_2	13
nor3_1	7
nor2b_1	19
xnor2_1	6
and3_1	11
clkinv_1	6
clkbuf_1	5
inv_1	18
edfxtp_1	194
mux2i_1	31
a211oi_1	12
o21ai_0	14
layout make-up:
| type | instances | area [sq um] | share of cell area |
|---|---|---|---|
| clock buffers | 30 | 622 | 0.0605 |
| clock inverters | 11 | 108 | 0.0105 |
| inverters | 19 | 71.3 | 0.00694 |
| multi-input cells | 329 | 2510 | 0.245 |
| flip-flops and latches | 213 | 6210 | 0.604 |
| well taps | 225 | 282 | 0.0274 |
| repair buffers | 54 | 470 | 0.0458 |
power by group through the flow:
stage	registers, mW	logic (mW)	clock network [mW]
finish	1.53	0.630	1.05
global route	1.54	0.716	1.12
CTS	1.53	0.639	1.07
kinds of logic after synthesis:
| kind of cell | count (synthesis) |
|---|---|
| compound gates | 100 |
| other cells | 1 |
| flops | 213 |
| simple gates | 144 |
| mux | 62 |
| xor+xnor | 8 |
| fa+ha+maj | 14 |
| buf+inv | 54 |
final timing paths:
path / slack, ns / depth (start not counted) / to
max: 3.70 / 2 / in_ready
min: 0.40 / 0 / r_last
max reg2reg: 4.08 / 14 / mem3[1][4]
min reg2reg: 0.40 / 0 / r_last
state kept, by name, summed over array words and instances (netlist names):
signal	cells
count	1
mem1	64
mem2	64
mem3	64
ptr1	3
ptr2	3
ptr3	3
r_input_tlast	1
r_last	1
r_out	8
r_valid	1
per-stage QoR:
stage / total power [mW] / instances / setup WS, ns / area (sq um) / hold slack, ns
after floorplan: 2.00 / 596 / 4.30 / 8970 / 0.386
after global placement: 2.17 / 840 / 3.68 / 9540 / 0.390
after detailed placement: 2.19 / 840 / 3.64 / 9540 / 0.391
after CTS: 3.24 / 881 / 3.69 / 10300 / 0.405
after global routing: 3.37 / 881 / 3.64 / 10300 / 0.410
final: 3.21 / 881 / 3.70 / 10300 / 0.403
Power figures rest on the tool's default switching activity, not on a simulated workload.
